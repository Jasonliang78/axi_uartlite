[design/flow/run.sh]
#!/bin/bash
# OpenROAD 26Q1-2900-gdf79404cd8, Yosys 0.63+post, stock flow scripts
make -C /OpenROAD-flow-scripts/flow DESIGN_CONFIG=/design/flow/config.mk WORK_HOME=/design/flow/orfs finish
[design/flow/config.mk]
export PLATFORM = sky130hd
export DESIGN_NAME = syn_fifo
export DESIGN_NICKNAME = syn_fifo
export VERILOG_FILES = /design/flow/design.v
export SDC_FILE = /design/flow/constraint.sdc
export NUM_CORES = 4
export LEC_CHECK = 1
export CORE_UTILIZATION = 50
[design/flow/constraint.sdc]
current_design syn_fifo

set clk_period 6.6
set clk_io_pct 0.2

create_clock -name clk0 -period $clk_period [get_ports {clk}]

set non_clock_inputs [all_inputs -no_clocks]
set_input_delay [expr $clk_period * $clk_io_pct] -clock clk0 $non_clock_inputs
set_output_delay [expr $clk_period * $clk_io_pct] -clock clk0 [all_outputs]
[design/flow/design.v]
interface axi_master_if #(
    parameter ADDR_WIDTH   = 32,
    parameter DATA_WIDTH   = 32,
    parameter ID_WIDTH     = 1,    
    parameter REGION_WIDTH = 4
)(
    input logic aclk,
    input logic aresetn
);
    logic [ADDR_WIDTH-1:0]    m_axi_araddr;
    logic [1:0]               m_axi_arburst;
    logic [3:0]               m_axi_arcache;
    logic [7:0]               m_axi_arlen;
    logic [0:0]               m_axi_arlock;
    logic [2:0]               m_axi_arprot;
    logic [3:0]               m_axi_arqos;
    logic                     m_axi_arready;
    logic [REGION_WIDTH-1:0]  m_axi_arregion;
    logic [2:0]               m_axi_arsize;
    logic                     m_axi_arvalid;
    logic [ADDR_WIDTH-1:0]    m_axi_awaddr;
    logic [1:0]               m_axi_awburst;
    logic [3:0]               m_axi_awcache;
    logic [7:0]               m_axi_awlen;
    logic [0:0]               m_axi_awlock;
    logic [2:0]               m_axi_awprot;
    logic [3:0]               m_axi_awqos;
    logic                     m_axi_awready;
    logic [REGION_WIDTH-1:0]  m_axi_awregion;
    logic [2:0]               m_axi_awsize;
    logic                     m_axi_awvalid;
    logic                     m_axi_bready;
    logic [1:0]               m_axi_bresp;
    logic                     m_axi_bvalid;
    logic [DATA_WIDTH-1:0]    m_axi_rdata;
    logic                     m_axi_rlast;
    logic                     m_axi_rready;
    logic [1:0]               m_axi_rresp;
    logic                     m_axi_rvalid;
    logic [DATA_WIDTH-1:0]      m_axi_wdata;
    logic                       m_axi_wlast;
    logic                       m_axi_wready;
    logic [(DATA_WIDTH/8)-1:0]  m_axi_wstrb;  
    logic                       m_axi_wvalid;
    modport master (
        input  aclk,
        input  aresetn,
        output m_axi_araddr,
        output m_axi_arburst,
        output m_axi_arcache,
        output m_axi_arlen,
        output m_axi_arlock,
        output m_axi_arprot,
        output m_axi_arqos,
        input  m_axi_arready,
        output m_axi_arregion,
        output m_axi_arsize,
        output m_axi_arvalid,
        output m_axi_awaddr,
        output m_axi_awburst,
        output m_axi_awcache,
        output m_axi_awlen,
        output m_axi_awlock,
        output m_axi_awprot,
        output m_axi_awqos,
        input  m_axi_awready,
        output m_axi_awregion,
        output m_axi_awsize,
        output m_axi_awvalid,
        output m_axi_bready,
        input  m_axi_bresp,
        input  m_axi_bvalid,
        input  m_axi_rdata,
        input  m_axi_rlast,
        output m_axi_rready,
        input  m_axi_rresp,
        input  m_axi_rvalid,
        output m_axi_wdata,
        output m_axi_wlast,
        input  m_axi_wready,
        output m_axi_wstrb,
        output m_axi_wvalid
    );
endinterface
interface axi_slave_if #(
    parameter ADDR_WIDTH   = 32,
    parameter DATA_WIDTH   = 32,
    parameter ID_WIDTH     = 1,
    parameter REGION_WIDTH = 4
)(
    input logic aclk,
    input logic aresetn
);
    logic [ADDR_WIDTH-1:0]    s_axi_araddr;
    logic [1:0]               s_axi_arburst;
    logic [3:0]               s_axi_arcache;
    logic [7:0]               s_axi_arlen;
    logic [0:0]               s_axi_arlock;
    logic [2:0]               s_axi_arprot;
    logic [3:0]               s_axi_arqos;
    logic                     s_axi_arready;
    logic [REGION_WIDTH-1:0]  s_axi_arregion;
    logic [2:0]               s_axi_arsize;
    logic                     s_axi_arvalid;
    logic [ADDR_WIDTH-1:0]    s_axi_awaddr;
    logic [1:0]               s_axi_awburst;
    logic [3:0]               s_axi_awcache;
    logic [7:0]               s_axi_awlen;
    logic [0:0]               s_axi_awlock;
    logic [2:0]               s_axi_awprot;
    logic [3:0]               s_axi_awqos;
    logic                     s_axi_awready;
    logic [REGION_WIDTH-1:0]  s_axi_awregion;
    logic [2:0]               s_axi_awsize;
    logic                     s_axi_awvalid;
    logic                     s_axi_bready;
    logic [1:0]               s_axi_bresp;
    logic                     s_axi_bvalid;
    logic [DATA_WIDTH-1:0]    s_axi_rdata;
    logic                     s_axi_rlast;
    logic                     s_axi_rready;
    logic [1:0]               s_axi_rresp;
    logic                     s_axi_rvalid;
    logic [DATA_WIDTH-1:0]      s_axi_wdata;
    logic                       s_axi_wlast;
    logic                       s_axi_wready;
    logic [(DATA_WIDTH/8)-1:0]  s_axi_wstrb;
    logic                       s_axi_wvalid;
    modport slave (
        input  aclk,
        input  aresetn,
        input  s_axi_araddr,
        input  s_axi_arburst,
        input  s_axi_arcache,
        input  s_axi_arlen,
        input  s_axi_arlock,
        input  s_axi_arprot,
        input  s_axi_arqos,
        output s_axi_arready,
        input  s_axi_arregion,
        input  s_axi_arsize,
        input  s_axi_arvalid,
        input  s_axi_awaddr,
        input  s_axi_awburst,
        input  s_axi_awcache,
        input  s_axi_awlen,
        input  s_axi_awlock,
        input  s_axi_awprot,
        input  s_axi_awqos,
        output s_axi_awready,
        input  s_axi_awregion,
        input  s_axi_awsize,
        input  s_axi_awvalid,
        input  s_axi_bready,
        output s_axi_bresp,
        output s_axi_bvalid,
        output s_axi_rdata,
        output s_axi_rlast,
        input  s_axi_rready,
        output s_axi_rresp,
        output s_axi_rvalid,
        input  s_axi_wdata,
        input  s_axi_wlast,
        output s_axi_wready,
        input  s_axi_wstrb,
        input  s_axi_wvalid
    );
endinterface
`timescale 1ns/100ps
module syn_fifo #(
    parameter int DATA_WIDTH = 8,
    parameter int ADDR_WIDTH = 8
)(
    input  logic                  clk,
    input  logic                  rst,
    input  logic [DATA_WIDTH-1:0] data_in,
    input  logic                  rd_en,
    output logic                  rd_valid,
    input  logic                  wr_en,
    output logic                  wr_ready,
    output logic [DATA_WIDTH-1:0] data_out,
    output logic                  empty,
    output logic                  full
);
    localparam int unsigned RAM_DEPTH = (1 << ADDR_WIDTH);
    logic [DATA_WIDTH-1:0] mem [RAM_DEPTH-1:0];
    logic [ADDR_WIDTH-1:0] wr_pointer_q;
    logic [ADDR_WIDTH-1:0] wr_pointer_d;
    logic [ADDR_WIDTH-1:0] rd_pointer_q;
    logic [ADDR_WIDTH-1:0] rd_pointer_d;
    logic [ADDR_WIDTH:0]   status_cnt_q;
    logic [ADDR_WIDTH:0]   status_cnt_d;
    logic [DATA_WIDTH-1:0] data_out_q;
    logic [DATA_WIDTH-1:0] data_out_d;
    logic                  rd_valid_q;
    logic                  rd_valid_d;
    assign wr_ready = 1'b1;
    always_comb begin
        wr_pointer_d  = wr_pointer_q;
        rd_pointer_d  = rd_pointer_q;
        status_cnt_d  = status_cnt_q;
        data_out_d    = data_out_q;
        rd_valid_d    = 1'b0;
        if (wr_en && !full) begin
            wr_pointer_d = wr_pointer_q + 1'b1;
        end
        if (rd_en && !empty) begin
            rd_pointer_d = rd_pointer_q + 1'b1;
            data_out_d   = mem[rd_pointer_q];
            rd_valid_d   = 1'b1;
        end
        unique case ({wr_en && !full, rd_en && !empty})
            2'b10: status_cnt_d = status_cnt_q + 1'b1;  
            2'b01: status_cnt_d = status_cnt_q - 1'b1;  
            default: status_cnt_d = status_cnt_q;       
        endcase
    end
    assign full  = (status_cnt_q == (RAM_DEPTH-1));
    assign empty = (status_cnt_q == 0);
    always_ff @(posedge clk or negedge rst) begin
        if (!rst) begin
            wr_pointer_q <= '0;
        end else begin
            wr_pointer_q <= wr_pointer_d;
            if (wr_en && !full) begin
                mem[wr_pointer_q] <= data_in;
            end
        end
    end
    always_ff @(posedge clk or negedge rst) begin
        if (!rst) begin
            rd_pointer_q <= '0;
            rd_valid_q   <= 1'b0;
            data_out_q   <= '0;
        end else begin
            rd_pointer_q <= rd_pointer_d;
            rd_valid_q   <= rd_valid_d;
            data_out_q   <= data_out_d;
        end
    end
    always_ff @(posedge clk or negedge rst) begin
        if (!rst) begin
            status_cnt_q <= '0;
        end else begin
            status_cnt_q <= status_cnt_d;
        end
    end
    assign rd_valid = rd_valid_q;
    assign data_out = data_out_q;
endmodule
==> impl_metrics.yaml <==
# implementation run metrics
clocking:
  cts-buffers-inserted: 207
  cts_sinks: 2082
  clock_latency_ns: 0.88
  cts_root_buffer: "clkbuf_16"
  cts_hold_buffers: 0
  htreeDepth: 4
  cts_tree: "built"
  path_clk_slew_ns: 0.06
  postCtsResizedCells: 0
  cts_buffer_depth: 3
  cts_setup_buffers: 0
timing:
  period_used_pct: 96.4
  slew_headroom_pct: -35.0
  setup_viol: 0
  final-hold-violation-count: 0
  fmaxAchievable_ghz: 0.157
  slew_viol_final: 23
  setup_slack_ns: 0.240
  period_needed_ns: 6.36
  tightest_slew_ns: 2.02
  tns_ns: 0
  skew_ns: 0.0377
  rsz0062_at_grt: "no"
synthesis:
  synth_top_cell_by_count: "edfxtp_1"
  syn_area_um2: 80200
  edf_count: 2048
  async_reset_ff_share_pct: 1.63
  top_area_cell: "edfxtp_1"
  netlist_top_cells_count: "2048 x edfxtp_1, 469 x a22oi_1, 425 x nor2_1"
  yosys.area.top_type_share_pct: 76.7
  syn_avg_cell_area_um2: 16.3
  synth-seq-area-share_pct: 77.7
  yosysWarnings: 2
  synth-seq-cells: 2082
  area_leaders: "edfxtp_1 77%, a22oi_1 4.4%, a32oi_1 2.1%"
  synth_cell_types: 84
  ys_cells: 4920
  ys_area_um2: 80200
  syn-instance-count: 4920
  synthFlopType: "edfxtp_1"
place:
  io_buffers: 22
  place_congestion: 1.29
  dp_slack_ns: 1.18
  hpwl_um: 369000
setup_path:
  cp_max_fo: 25
  arrival_ns: 7.13
  slowest_delay_ns: 1.04
  slowest_stage: "nor4_1"
  endpoint_kind: "flop"
  start_kind: "flop"
  cp_cell_sequence: "buf_4, and3b_4, buf_4, a222oi_1, o221ai_1, nor4_1, nand4_1, nor4b_1, buf_4, o21ai_1"
  reg2reg_slack_ns: 0.24
  cp.required_ns: 7.37
  cp_common_cell: "buf_4"
  critPathKind: "reg2reg"
floorplanning:
  dieArea_um2: 162000
  die_h_um: 402
  core_area_um2: 159000
  floorplan.core_util_pct: 50.5
  num_io_pins: 24
  dieWidth_um: 402
  fp-row-count: 146
global_route:
  grt_start_max_net_pins: 95
  grt_overflow: 0
  gr-usage-all-layers_pct: 75.3
  grt_pass1_vias: 67678
  antenna_found_initial: 99
  grt_pass1_wl_um: 694000
drt:
  drtIter0Drc: 13140
  first_pass_iters: 40
  viasPerCell: 9.01
  vias: 70862
  routedWlPerCell_um: 69.3
  drt_wl_total_um: 545000
  ant_nets: 0
  drc: 0
flow_run:
  drv_cap: 5
  warning_count: 33
layout:
  drive_gt1_share_pct: 19.2
  n_fill_cell: 11568
  areaGrowthSynthToFinish_pct: 17.5
power_and_ir_drop:
  peakVddDrop_mv: 0.378
  powerDensity_nw_per_um2: 381
  p_leak_uw: 0.0295
min_path:
  worstHoldPathType: "reg2reg"
status:
  violations: "max-capacitance violations, max-slew violations"
  status: "finished, violations left"
==> power breakdown <==
part	internal, µW	total (µW)	switching (µW)
Sequential	14700	14900	268
Combinational	1920	8980	7060
Clock	6660	12000	5300
Total	23300	35900	12600
==> state kept, by name (all words and copies together) (netlist names) <==
signal        count
status_cnt_q      9
data_out_q        8
rd_valid_q        1
wr_pointer_q      8
rd_pointer_q      8
mem            2048
==> stage by stage <==
stage / instances / utilization, % / hold WS [ns] / area, µm² / total power [µW]
5_1_grt: 7821 / 59.3 / 0.556 / 94100 / 35500
3_3_place_gp: 7328 / 54.8 / 0.519 / 87100 / 22900
2_1_floorplan: 4920 / - / 0.431 / 80200 / 18100
3_5_place_dp: 7334 / 54.9 / 0.510 / 87200 / 22900
4_1_cts: 7710 / 59.1 / 0.527 / 93800 / 34400
6_report: 7863 / 59.3 / 0.528 / 94200 / 35900
==> worst max-delay path: cells and delay by family (launching register included) <==
kind	cells	cell delay (ns)
AND/OR/NAND/NOR	4	2.88
AND-OR/OR-AND	3	1.62
buffers and inverters	3	1.08
flip-flops	1	0.67
==> cell type report <==
| type | count | area [µm²] | share of cell area (%) |
|---|---|---|---|
| tap | 2072 | 2590 | 2.75 |
| clock buffer | 259 | 5420 | 5.75 |
| timing repair buffer | 708 | 5780 | 6.13 |
| inverter | 15 | 56.3 | 0.0598 |
| sequential | 2082 | 62400 | 66.2 |
| multi-input combinational | 2462 | 16400 | 17.4 |
| clock inverter | 117 | 1200 | 1.28 |
| antenna | 148 | 370 | 0.393 |
==> metal layers <==
layer	GRT usage [%]	routed length (µm)	part of all wire, %
met2	82.1	194000	36
met3	73.2	126000	23
met4	68.7	73900	14
met1	73.3	141000	26
met5	67.3	10100	1.8
==> cell usage in the layout, fill, tap and decap left out, types with 14 or more instances in the layout <==
cell type	instances
a21oi_1	93
o22ai_1	165
or4_1	19
nand4_1	91
nor2_2	26
clkinv_2	29
nor4_1	69
a221oi_1	65
a32oi_1	196
a22o_1	91
nor3_1	44
xnor2_1	17
nand2_1	115
a22oi_1	468
mux2i_1	20
clkinv_1	51
buf_8	14
edfxtp_1	2048
diode_2	148
clkbuf_1	50
o21ai_0	71
a32o_1	23
ha_1	16
dfrtp_1	28
a222oi_1	47
a31oi_1	18
buf_12	26
clkbuf_16	209
bufinv_16	22
nor2_1	400
buf_4	654
nand3_1	176
==> kinds of logic after synthesis <==
family                     Yosys count  synth area share, %
xor gates and xnor gates            25                0.273
muxes                               27                0.348
buffers and inverters              376                 2.17
DFF                               2082                 77.7
AOI/OAI and AO/OA                 1326                 12.5
and+or+nand+nor                   1066                 6.70
other                                1              0.00468
adders and majority gates           17                0.275
==> final timing paths <==
check / from / endpoint / depth (start not counted)
setup / recovery: rd_pointer_q[3] / data_out_q[0] / 10
hold / removal: mem[0][4] / data_out_q[4] / 2
setup reg to reg: rd_pointer_q[3] / data_out_q[0] / 10
hold reg to reg: mem[0][4] / data_out_q[4] / 2
max in group asynchronous: rst / rd_pointer_q[5] / 2
min in group asynchronous: rst / status_cnt_q[6] / 2
Power and IR drop assume default switching activity.
