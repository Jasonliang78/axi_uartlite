--- /design/flow/constraint.sdc ---
current_design bufferRx

set clk_period 4.6
set clk_io_pct 0.2

create_clock -name clk0 -period $clk_period [get_ports {clk}]

set non_clock_inputs [all_inputs -no_clocks]
set_input_delay [expr $clk_period * $clk_io_pct] -clock clk0 $non_clock_inputs
set_output_delay [expr $clk_period * $clk_io_pct] -clock clk0 [all_outputs]
--- /design/flow/run.sh ---
#!/bin/bash
# OpenROAD 26Q1-2900-gdf79404cd8, Yosys 0.63+post, stock flow scripts
make -C /OpenROAD-flow-scripts/flow DESIGN_CONFIG=/design/flow/config.mk WORK_HOME=/design/flow/orfs finish
--- /design/flow/design.v ---
interface axi_master_if #(
    parameter ADDR_WIDTH   = 32,
    parameter DATA_WIDTH   = 32,
    parameter ID_WIDTH     = 1,    
    parameter REGION_WIDTH = 4
)(
    input logic aclk,
    input logic aresetn
);
    logic [ADDR_WIDTH-1:0]    m_axi_araddr;
    logic [1:0]               m_axi_arburst;
    logic [3:0]               m_axi_arcache;
    logic [7:0]               m_axi_arlen;
    logic [0:0]               m_axi_arlock;
    logic [2:0]               m_axi_arprot;
    logic [3:0]               m_axi_arqos;
    logic                     m_axi_arready;
    logic [REGION_WIDTH-1:0]  m_axi_arregion;
    logic [2:0]               m_axi_arsize;
    logic                     m_axi_arvalid;
    logic [ADDR_WIDTH-1:0]    m_axi_awaddr;
    logic [1:0]               m_axi_awburst;
    logic [3:0]               m_axi_awcache;
    logic [7:0]               m_axi_awlen;
    logic [0:0]               m_axi_awlock;
    logic [2:0]               m_axi_awprot;
    logic [3:0]               m_axi_awqos;
    logic                     m_axi_awready;
    logic [REGION_WIDTH-1:0]  m_axi_awregion;
    logic [2:0]               m_axi_awsize;
    logic                     m_axi_awvalid;
    logic                     m_axi_bready;
    logic [1:0]               m_axi_bresp;
    logic                     m_axi_bvalid;
    logic [DATA_WIDTH-1:0]    m_axi_rdata;
    logic                     m_axi_rlast;
    logic                     m_axi_rready;
    logic [1:0]               m_axi_rresp;
    logic                     m_axi_rvalid;
    logic [DATA_WIDTH-1:0]      m_axi_wdata;
    logic                       m_axi_wlast;
    logic                       m_axi_wready;
    logic [(DATA_WIDTH/8)-1:0]  m_axi_wstrb;  
    logic                       m_axi_wvalid;
    modport master (
        input  aclk,
        input  aresetn,
        output m_axi_araddr,
        output m_axi_arburst,
        output m_axi_arcache,
        output m_axi_arlen,
        output m_axi_arlock,
        output m_axi_arprot,
        output m_axi_arqos,
        input  m_axi_arready,
        output m_axi_arregion,
        output m_axi_arsize,
        output m_axi_arvalid,
        output m_axi_awaddr,
        output m_axi_awburst,
        output m_axi_awcache,
        output m_axi_awlen,
        output m_axi_awlock,
        output m_axi_awprot,
        output m_axi_awqos,
        input  m_axi_awready,
        output m_axi_awregion,
        output m_axi_awsize,
        output m_axi_awvalid,
        output m_axi_bready,
        input  m_axi_bresp,
        input  m_axi_bvalid,
        input  m_axi_rdata,
        input  m_axi_rlast,
        output m_axi_rready,
        input  m_axi_rresp,
        input  m_axi_rvalid,
        output m_axi_wdata,
        output m_axi_wlast,
        input  m_axi_wready,
        output m_axi_wstrb,
        output m_axi_wvalid
    );
endinterface
interface axi_slave_if #(
    parameter ADDR_WIDTH   = 32,
    parameter DATA_WIDTH   = 32,
    parameter ID_WIDTH     = 1,
    parameter REGION_WIDTH = 4
)(
    input logic aclk,
    input logic aresetn
);
    logic [ADDR_WIDTH-1:0]    s_axi_araddr;
    logic [1:0]               s_axi_arburst;
    logic [3:0]               s_axi_arcache;
    logic [7:0]               s_axi_arlen;
    logic [0:0]               s_axi_arlock;
    logic [2:0]               s_axi_arprot;
    logic [3:0]               s_axi_arqos;
    logic                     s_axi_arready;
    logic [REGION_WIDTH-1:0]  s_axi_arregion;
    logic [2:0]               s_axi_arsize;
    logic                     s_axi_arvalid;
    logic [ADDR_WIDTH-1:0]    s_axi_awaddr;
    logic [1:0]               s_axi_awburst;
    logic [3:0]               s_axi_awcache;
    logic [7:0]               s_axi_awlen;
    logic [0:0]               s_axi_awlock;
    logic [2:0]               s_axi_awprot;
    logic [3:0]               s_axi_awqos;
    logic                     s_axi_awready;
    logic [REGION_WIDTH-1:0]  s_axi_awregion;
    logic [2:0]               s_axi_awsize;
    logic                     s_axi_awvalid;
    logic                     s_axi_bready;
    logic [1:0]               s_axi_bresp;
    logic                     s_axi_bvalid;
    logic [DATA_WIDTH-1:0]    s_axi_rdata;
    logic                     s_axi_rlast;
    logic                     s_axi_rready;
    logic [1:0]               s_axi_rresp;
    logic                     s_axi_rvalid;
    logic [DATA_WIDTH-1:0]      s_axi_wdata;
    logic                       s_axi_wlast;
    logic                       s_axi_wready;
    logic [(DATA_WIDTH/8)-1:0]  s_axi_wstrb;
    logic                       s_axi_wvalid;
    modport slave (
        input  aclk,
        input  aresetn,
        input  s_axi_araddr,
        input  s_axi_arburst,
        input  s_axi_arcache,
        input  s_axi_arlen,
        input  s_axi_arlock,
        input  s_axi_arprot,
        input  s_axi_arqos,
        output s_axi_arready,
        input  s_axi_arregion,
        input  s_axi_arsize,
        input  s_axi_arvalid,
        input  s_axi_awaddr,
        input  s_axi_awburst,
        input  s_axi_awcache,
        input  s_axi_awlen,
        input  s_axi_awlock,
        input  s_axi_awprot,
        input  s_axi_awqos,
        output s_axi_awready,
        input  s_axi_awregion,
        input  s_axi_awsize,
        input  s_axi_awvalid,
        input  s_axi_bready,
        output s_axi_bresp,
        output s_axi_bvalid,
        output s_axi_rdata,
        output s_axi_rlast,
        input  s_axi_rready,
        output s_axi_rresp,
        output s_axi_rvalid,
        input  s_axi_wdata,
        input  s_axi_wlast,
        output s_axi_wready,
        input  s_axi_wstrb,
        input  s_axi_wvalid
    );
endinterface
`timescale 1ns/100ps
module bufferRx #(
    parameter int WORD_WIDTH = 32,
    parameter int BYTE_WIDTH = 8
)(
    input  logic                 clk,
    input  logic                 rst,
    output logic                 rxValid,
    input  logic                 empty,
    input  logic                 rxReady,
    output logic                 outReady,
    input  logic                 outValid,
    output logic [WORD_WIDTH-1:0] data_out,
    input  logic [BYTE_WIDTH-1:0] data_in
);
    localparam int unsigned BYTES_PER_WORD = WORD_WIDTH / BYTE_WIDTH;
    typedef enum logic [1:0] {
        ST_RESET,      
        ST_COLLECT,    
        ST_SEND        
    } state_t;
    state_t state_q;
    state_t state_d;
    logic [$clog2(BYTES_PER_WORD+1)-1:0] byte_count_q;
    logic [$clog2(BYTES_PER_WORD+1)-1:0] byte_count_d;
    logic [WORD_WIDTH-1:0]               assemble_q;
    logic [WORD_WIDTH-1:0]               assemble_d;
    logic [WORD_WIDTH-1:0]               data_out_q;
    logic [WORD_WIDTH-1:0]               data_out_d;
    logic                                rx_valid_q;
    logic                                rx_valid_d;
    logic                                out_ready_q;
    logic                                out_ready_d;
    always_comb begin
        state_d      = state_q;
        byte_count_d = byte_count_q;
        assemble_d   = assemble_q;
        data_out_d   = data_out_q;
        rx_valid_d   = 1'b0;           
        out_ready_d  = out_ready_q;
        unique case (state_q)
            ST_RESET: begin
                out_ready_d  = 1'b1;   
                byte_count_d = '0;
                assemble_d   = '0;
                state_d      = ST_COLLECT;
            end
            ST_COLLECT: begin
                out_ready_d = 1'b1;
                if (!empty && outValid) begin
                    assemble_d[BYTE_WIDTH*byte_count_q +: BYTE_WIDTH] = data_in;
                    if (byte_count_q == BYTES_PER_WORD-1) begin
                        byte_count_d = '0;
                        out_ready_d  = 1'b0;   
                        state_d      = ST_SEND;
                    end else begin
                        byte_count_d = byte_count_q + 1'b1;
                    end
                end
            end
            ST_SEND: begin
                out_ready_d = 1'b0;
                if (rxReady) begin
                    data_out_d  = assemble_q;
                    rx_valid_d  = 1'b1;   
                    assemble_d  = '0;
                    state_d     = ST_COLLECT;
                end
            end
            default: begin
                state_d = ST_RESET;
            end
        endcase
    end
    always_ff @(posedge clk or negedge rst) begin
        if (!rst) begin
            state_q     <= ST_RESET;
            byte_count_q <= '0;
            assemble_q  <= '0;
            data_out_q  <= '0;
            rx_valid_q  <= 1'b0;
            out_ready_q <= 1'b0;
        end else begin
            state_q     <= state_d;
            byte_count_q <= byte_count_d;
            assemble_q  <= assemble_d;
            data_out_q  <= data_out_d;
            rx_valid_q  <= rx_valid_d;
            out_ready_q <= out_ready_d;
        end
    end
    assign rxValid  = rx_valid_q;
    assign outReady = out_ready_q;
    assign data_out = data_out_q;
endmodule
--- /design/flow/config.mk ---
export PLATFORM = sky130hd
export DESIGN_NAME = bufferRx
export DESIGN_NICKNAME = bufferRx
export VERILOG_FILES = /design/flow/design.v
export SDC_FILE = /design/flow/constraint.sdc
export NUM_CORES = 4
export LEC_CHECK = 1
export CORE_UTILIZATION = 30
==> commit_impl_results.txt <==
Record implementation results from latest flow run

* Outcome: completed
* Number of port buffers: 46
- The power report shows net switching accounting for 30.2% of the total.
- Post-route total power: 0.00219 W
* Dominant register cell in the synthesized netlist: sky130_fd_sc_hd__dfrtp_1
- The clock passes through at most 2 buffers.
- The share of total power dissipated in combinational logic is 33.5%.
- CTS tree: done
- Library cell with the largest summed area after synthesis: sky130_fd_sc_hd__dfrtp_1
- The routed design has 5.70 mm of wire.
- Nets still carrying antenna violations after routing amount to 0.
- Highest attainable clock frequency: 417 MHz
- The CTS report gives the tree buffer count as 9.
- Worst slew margin relative to its limit: 52.2%
- The share of the core area taken by cells at floorplan is 30.8%.
* Delay contributed by the slowest stage of the critical path: 410 ps
- Total placed cells including tap cells: 357
- Number of warnings in the stage logs: 27
* Placed cell area: 3420 um^2
- Area Overhead vs Synth: 27.1%
* Area inside the core boundary: 9200 um^2
- Clock group share of total power: 20.3%
* Detail Placement HPWL: 3.78 mm
- Source-to-sink clock delay at the later pin of the worst-skew pair: 340 ps
- The first global-routing pass estimated 9.40 mm of wire.
- Vias after detailed routing: 1826
* Overall chip area: 9820 um^2
- Boundary Pins: 47
- Grouping stages by cell kind, the critical path spends the most delay in AND-OR/OR-AND gates.
- The critical path in this run is classified as in2reg.
- Drt via density: 4.92
- The final timing summary puts the cycle share of the worst path at 52.1%.
- Most frequent cells in the layout: sky130_fd_sc_hd__dfrtp_1 (71), sky130_fd_sc_hd__clkdlybuf4s50_1 (45), sky130_fd_sc_hd__o2bb2ai_1 (33), sky130_fd_sc_hd__mux2_2 (32), sky130_fd_sc_hd__nand2_1 (14)
- On the worst setup and hold paths after CTS, the clock-pin slew comes to 70 ps.
- At the worst endpoint, the required time is 4860 ps.
- Number of fill cells: 861
* GRT Overall Usage: 12.6%
* Setup Viol. Count Final: 0
- Area contributors post-synth: sky130_fd_sc_hd__dfrtp_1 (63%), sky130_fd_sc_hd__mux2_2 (13%), sky130_fd_sc_hd__o2bb2ai_1 (10%)
* Post-Route Skew: 2.48 ps
- The number of antenna violations at the first check in global routing was 0.
- Number of hold violations in the final report: 0
- Final min period: 2400 ps
- Area figure in the yosys stat output: 2830 um^2
- Fin cells: 371
- Number of instances in the synthesized netlist: 202
- The post-synth count of flops with an enable pin is 0.
- Post-CTS sizing: 0
- The via count of the first global-routing pass came to 1786.
* Average instance area after synthesis: 14.0 um^2
- For the final routed database, the setup TNS stands at 0 ps.
- The gate-level netlist out of Yosys references 29 unique cell types.
- Worst-path fanout max: 8
* Number of optimization iterations in the first detailed-route pass: 4
* Crit path buf inv count: 1
- Summed over all cells, the static leakage comes to 1.64 nW.
- Floorplan die width: 99.1 um
* H-tree lvl count: 3
- Internal power consumption: 0.00153 W
- Per the run summary, max-cap violations total 0.
- Post-synth regs: 72
* Top-area cell type share of the netlist area: 62.8%
- Residual DRC count: 0
- On the critical path, the stage with the largest delay is an instance of sky130_fd_sc_hd__clkdlybuf4s50_1.
* Sw Pwr: 0.000659 W
- Per STA, the worst path is made up of clkdlybuf4s50_1, nand2b_1, a221oi_4, o2111ai_1, o2bb2ai_1.
- Counting flops with an async set or reset pin after synthesis yields a share of 100%.
- Per the final layout report, the fraction of cells sized above drive strength 1 comes to 19.2%.
* Final design instance area without fill: 3590 um^2
- At the end of routability-driven placement, the weighted congestion stood at 0.834.
* Type of the tightest min-delay check: in2async
- Pins over their slew limit in the final report were tallied at 0.
- In this run, flip-flops and latches consume 46.2% of the power.
- Proportion of synthesized chip area in sequential cells: 63.7%
* Setup repair after global routing missed its margin: false
- Iteration-0 DRC Markers: 82
- For the pin with the worst max-slew slack, the measured transition is 716 ps.
- The routed design ends up with an antenna cell count of 0.
* Drt wl/cell: 15.4 um
* Number of clock sinks seen by CTS: 72
- Per the repair_timing log after CTS, setup buffers inserted total 0.
- Die height: 99.1 um
- The worst setup path is launched from an input pin.
- Number of cells in Yosys stat: 202
* Sort of element at the end of the critical path: register
- The most common logic cell in the final layout is sky130_fd_sc_hd__dfrtp_1.
- GRT Residual Overflow: 0
- Post-Syn Area: 2830 um^2
- Maximum number of pins on one net before global-route repair: 60
- The post-CTS hold buffer count recorded in the log is 0.
- Synthesis warning total: 1
- According to the timing report, the arrival time at the worst endpoint equals 2650 ps.
* Root buffer selected by CTS: sky130_fd_sc_hd__clkbuf_8
* Row Count: 35
- Cell area power density: 608 nW/um^2
- In this run the VDD rail shows a maximum IR drop of 0.000280 V.
[sequential cells by signal, summed over array words and instances (netlist names)]
signal	cells
state_q	3
out_ready_q	1
byte_count_q	3
rx_valid_q	1
data_out_q	32
assemble_q	32
[worst register-to-register path, delay by kind of cell, from the launching register on]
family | cells | cell delay, ps
buffers and inverters | 2 | 190
AND/OR/NAND/NOR | 2 | 740
adder cells (fa/ha/maj) | 3 | 630
flip-flops | 1 | 450
AND-OR/OR-AND | 1 | 210
[power groups by stage]
stage | Clock (W) | Sequential, W | Combinational [W]
4_1_cts | 0.000458 | 0.00101 | 0.000738
6_report | 0.000443 | 0.00101 | 0.000732
5_1_grt | 0.000482 | 0.00104 | 0.000808
[cells in the mapped netlist (2+ instances only)]
library cell	number
sky130_fd_sc_hd__o21ai_1	3
sky130_fd_sc_hd__nor2_1	4
sky130_fd_sc_hd__inv_1	8
sky130_fd_sc_hd__o2bb2ai_1	33
sky130_fd_sc_hd__a21oi_1	2
sky130_fd_sc_hd__ha_1	5
sky130_fd_sc_hd__nand2_1	14
sky130_fd_sc_hd__nand2b_1	2
sky130_fd_sc_hd__nand4_1	2
sky130_fd_sc_hd__o21ai_0	2
sky130_fd_sc_hd__dfrtp_1	71
sky130_fd_sc_hd__and3_1	2
sky130_fd_sc_hd__nand3_1	4
sky130_fd_sc_hd__clkbuf_1	3
sky130_fd_sc_hd__mux2_2	32
sky130_fd_sc_hd__nor2b_1	2
[through the flow]
step / setup slack (ps) / hold WS (ps) / utilization (%)
CTS: 2230 / 455 / 39.1
finish: 2200 / 455 / 39.1
global placement: 1930 / 469 / 37.2
detailed placement: 1880 / 474 / 37.2
global route: 2010 / 462 / 39.1
floorplan: 2570 / 452 / -
[per-layer routing]
metal / up-vias / track usage [%] / share of wire, %
met4: 0 / 1.13 / 1.1
li1: 856 / - / -
met3: 5 / 3.57 / 6.0
met1: 901 / 21.4 / 50
met5: - / 0 / 0
met2: 64 / 17.4 / 42
[worst paths after layout]
check | start | to | slack (ps) | depth (start not counted)
worst max-delay path | empty | assemble_q[19] | 2200 | 5
worst min-delay path | rst | rx_valid_q | 460 | 1
worst max register to register | byte_count_q[0] | assemble_q[18] | 2310 | 8
worst min register to register | assemble_q[0] | assemble_q[0] | 490 | 1
max in group asynchronous | rst | data_out_q[5] | 3140 | 2
min in group clk0 | assemble_q[0] | assemble_q[0] | 490 | 1
[cell families after synthesis]
kind of cell	synth area share, %
AND/OR/NAND/NOR	5.70
adder cells (fa/ha/maj)	2.21
other	0.133
AND-OR/OR-AND	13.7
buffers and inverters	1.77
multiplexers	12.7
flip-flops	63.7
[final cells by class]
cell class | instances | area, um^2 | area share, %
Multi-Input combinational cell | 117 | 976 | 27.1
Clock buffer | 14 | 173 | 4.80
Sequential cell | 72 | 1800 | 50.2
Tap cell | 111 | 139 | 3.86
Inverter | 9 | 33.8 | 0.940
Timing Repair Buffer | 48 | 470 | 13.1
No activity file was given, so power comes from the tool's default toggle rates.
