--- flow/config.mk ---
export PLATFORM = sky130hd
export DESIGN_NAME = axi4LiteReg
export DESIGN_NICKNAME = axi4LiteReg
export VERILOG_FILES = /design/flow/design.v
export SDC_FILE = /design/flow/constraint.sdc
export NUM_CORES = 4
export LEC_CHECK = 1
export CORE_UTILIZATION = 50
--- flow/run.sh ---
#!/bin/bash
# OpenROAD 26Q1-2900-gdf79404cd8, Yosys 0.63+post, stock flow scripts
make -C /OpenROAD-flow-scripts/flow DESIGN_CONFIG=/design/flow/config.mk WORK_HOME=/design/flow/orfs finish
--- flow/constraint.sdc ---
current_design axi4LiteReg

set clk_period 1.6
set clk_io_pct 0.2

create_clock -name clk0 -period $clk_period [get_ports {clk}]

set non_clock_inputs [all_inputs -no_clocks]
set_input_delay [expr $clk_period * $clk_io_pct] -clock clk0 $non_clock_inputs
set_output_delay [expr $clk_period * $clk_io_pct] -clock clk0 [all_outputs]
--- flow/design.v ---
interface axi_master_if #(
    parameter ADDR_WIDTH   = 32,
    parameter DATA_WIDTH   = 32,
    parameter ID_WIDTH     = 1,    
    parameter REGION_WIDTH = 4
)(
    input logic aclk,
    input logic aresetn
);
    logic [ADDR_WIDTH-1:0]    m_axi_araddr;
    logic [1:0]               m_axi_arburst;
    logic [3:0]               m_axi_arcache;
    logic [7:0]               m_axi_arlen;
    logic [0:0]               m_axi_arlock;
    logic [2:0]               m_axi_arprot;
    logic [3:0]               m_axi_arqos;
    logic                     m_axi_arready;
    logic [REGION_WIDTH-1:0]  m_axi_arregion;
    logic [2:0]               m_axi_arsize;
    logic                     m_axi_arvalid;
    logic [ADDR_WIDTH-1:0]    m_axi_awaddr;
    logic [1:0]               m_axi_awburst;
    logic [3:0]               m_axi_awcache;
    logic [7:0]               m_axi_awlen;
    logic [0:0]               m_axi_awlock;
    logic [2:0]               m_axi_awprot;
    logic [3:0]               m_axi_awqos;
    logic                     m_axi_awready;
    logic [REGION_WIDTH-1:0]  m_axi_awregion;
    logic [2:0]               m_axi_awsize;
    logic                     m_axi_awvalid;
    logic                     m_axi_bready;
    logic [1:0]               m_axi_bresp;
    logic                     m_axi_bvalid;
    logic [DATA_WIDTH-1:0]    m_axi_rdata;
    logic                     m_axi_rlast;
    logic                     m_axi_rready;
    logic [1:0]               m_axi_rresp;
    logic                     m_axi_rvalid;
    logic [DATA_WIDTH-1:0]      m_axi_wdata;
    logic                       m_axi_wlast;
    logic                       m_axi_wready;
    logic [(DATA_WIDTH/8)-1:0]  m_axi_wstrb;  
    logic                       m_axi_wvalid;
    modport master (
        input  aclk,
        input  aresetn,
        output m_axi_araddr,
        output m_axi_arburst,
        output m_axi_arcache,
        output m_axi_arlen,
        output m_axi_arlock,
        output m_axi_arprot,
        output m_axi_arqos,
        input  m_axi_arready,
        output m_axi_arregion,
        output m_axi_arsize,
        output m_axi_arvalid,
        output m_axi_awaddr,
        output m_axi_awburst,
        output m_axi_awcache,
        output m_axi_awlen,
        output m_axi_awlock,
        output m_axi_awprot,
        output m_axi_awqos,
        input  m_axi_awready,
        output m_axi_awregion,
        output m_axi_awsize,
        output m_axi_awvalid,
        output m_axi_bready,
        input  m_axi_bresp,
        input  m_axi_bvalid,
        input  m_axi_rdata,
        input  m_axi_rlast,
        output m_axi_rready,
        input  m_axi_rresp,
        input  m_axi_rvalid,
        output m_axi_wdata,
        output m_axi_wlast,
        input  m_axi_wready,
        output m_axi_wstrb,
        output m_axi_wvalid
    );
endinterface
interface axi_slave_if #(
    parameter ADDR_WIDTH   = 32,
    parameter DATA_WIDTH   = 32,
    parameter ID_WIDTH     = 1,
    parameter REGION_WIDTH = 4
)(
    input logic aclk,
    input logic aresetn
);
    logic [ADDR_WIDTH-1:0]    s_axi_araddr;
    logic [1:0]               s_axi_arburst;
    logic [3:0]               s_axi_arcache;
    logic [7:0]               s_axi_arlen;
    logic [0:0]               s_axi_arlock;
    logic [2:0]               s_axi_arprot;
    logic [3:0]               s_axi_arqos;
    logic                     s_axi_arready;
    logic [REGION_WIDTH-1:0]  s_axi_arregion;
    logic [2:0]               s_axi_arsize;
    logic                     s_axi_arvalid;
    logic [ADDR_WIDTH-1:0]    s_axi_awaddr;
    logic [1:0]               s_axi_awburst;
    logic [3:0]               s_axi_awcache;
    logic [7:0]               s_axi_awlen;
    logic [0:0]               s_axi_awlock;
    logic [2:0]               s_axi_awprot;
    logic [3:0]               s_axi_awqos;
    logic                     s_axi_awready;
    logic [REGION_WIDTH-1:0]  s_axi_awregion;
    logic [2:0]               s_axi_awsize;
    logic                     s_axi_awvalid;
    logic                     s_axi_bready;
    logic [1:0]               s_axi_bresp;
    logic                     s_axi_bvalid;
    logic [DATA_WIDTH-1:0]    s_axi_rdata;
    logic                     s_axi_rlast;
    logic                     s_axi_rready;
    logic [1:0]               s_axi_rresp;
    logic                     s_axi_rvalid;
    logic [DATA_WIDTH-1:0]      s_axi_wdata;
    logic                       s_axi_wlast;
    logic                       s_axi_wready;
    logic [(DATA_WIDTH/8)-1:0]  s_axi_wstrb;
    logic                       s_axi_wvalid;
    modport slave (
        input  aclk,
        input  aresetn,
        input  s_axi_araddr,
        input  s_axi_arburst,
        input  s_axi_arcache,
        input  s_axi_arlen,
        input  s_axi_arlock,
        input  s_axi_arprot,
        input  s_axi_arqos,
        output s_axi_arready,
        input  s_axi_arregion,
        input  s_axi_arsize,
        input  s_axi_arvalid,
        input  s_axi_awaddr,
        input  s_axi_awburst,
        input  s_axi_awcache,
        input  s_axi_awlen,
        input  s_axi_awlock,
        input  s_axi_awprot,
        input  s_axi_awqos,
        output s_axi_awready,
        input  s_axi_awregion,
        input  s_axi_awsize,
        input  s_axi_awvalid,
        input  s_axi_bready,
        output s_axi_bresp,
        output s_axi_bvalid,
        output s_axi_rdata,
        output s_axi_rlast,
        input  s_axi_rready,
        output s_axi_rresp,
        output s_axi_rvalid,
        input  s_axi_wdata,
        input  s_axi_wlast,
        output s_axi_wready,
        input  s_axi_wstrb,
        input  s_axi_wvalid
    );
endinterface
module axi4LiteReg (
    input  logic        clk,
    input  logic        rst,        
    input  logic        wr_amba,
    input  logic [31:0] addr_rc,
    input  logic [31:0] addr_wc,
    output logic [31:0] data_out,
    input  logic [3:0]  strb,
    input  logic [31:0] data_in,
    input  logic [31:0] rx_data,
    output logic [31:0] tx_data,
    output logic        rxReady,
    input  logic        rxValid,
    output logic        txValid,
    input  logic        txReady
);
    localparam int unsigned TX_REG_INDEX = 0;   
    localparam int unsigned RX_REG_INDEX = 1;   
    logic [31:0] regs [2];   
    assign data_out = regs[addr_rc[2]];   
    assign rxReady = 1'b1;                
    assign tx_data = regs[TX_REG_INDEX];  
    always_ff @(posedge clk or negedge rst) begin
        if (!rst) begin
            regs[TX_REG_INDEX] <= '0;
            regs[RX_REG_INDEX] <= '0;
            txValid            <= 1'b0;
        end else begin
            if (wr_amba) begin
                regs[addr_wc[2]] <= (strb == 4'b0000)
                    ? regs[addr_wc[2]]
                    : { (strb[3]) ? data_in[31:24] : regs[addr_wc[2]][31:24],
                        (strb[2]) ? data_in[23:16] : regs[addr_wc[2]][23:16],
                        (strb[1]) ? data_in[15: 8] : regs[addr_wc[2]][15: 8],
                        (strb[0]) ? data_in[ 7: 0] : regs[addr_wc[2]][ 7: 0] };
                txValid <= 1'b1;   
            end
            if (txReady && txValid) begin
                txValid <= 1'b0;   
            end
            if (rxValid) begin
                regs[RX_REG_INDEX] <= rx_data;   
            end
        end
    end
endmodule
==> results_tabular.tex <==
% Generated from flow reports
\begin{tabular}{lr}
\hline
Metric & Value \\
\hline
\multicolumn{2}{l}{\textbf{Synth}} \\
\quad Post-synthesis cell count from yosys & around 290 \\
\quad Adder share & 0\% \\
\quad Area fraction in xor and xnor cells & 0\% \\
\quad Dominant kind of combinational cell & multiplexers \\
\quad Post-synthesis sequential element count & roughly 65 \\
\quad Distinct cell type count after synthesis & 18 \\
\quad Multiplexer share & 22.85\% \\
\quad Syn avg cell area & between 10 and 15 sq um \\
\quad Area share of and-or/or-and cells after synthesis & approximately a tenth \\
\quad YS chip area & roughly 0.0032 sq mm \\
\quad Instance tally after logic synthesis & 291 \\
\quad Yosys warning total & 2 \\
\quad Post-Syn Area & approximately 0.0032 sq mm \\
\quad Proportion of synthesized chip area in sequential cells & about half \\
\quad Area share of and/or/nand/nor cells after synthesis & between 10 and 15\% \\
\multicolumn{2}{l}{\textbf{Timing}} \\
\quad Final worst-path cycle share & 99.34\% \\
\quad Final setup skew & 0 ns \\
\quad Final WS setup & between 0.01 and 0.015 ns \\
\quad Fin. Hold Viols & 0 \\
\quad Number of max-slew violations in the final report & 0 \\
\quad Final min period & around 1.6 ns \\
\quad Worst hold margin & roughly 0.45 ns \\
\quad Highest clock frequency the design can meet & approximately 0.63 GHz \\
\quad Setup violators final & 0 \\
\multicolumn{2}{l}{\textbf{Worst setup path}} \\
\quad CP max FO & 2 \\
\quad Data arrival time of the critical path & between 1 and 1.5 ns \\
\quad Worst Path Class, Setup & reg2out \\
\quad Logic depth of the worst register-to-register path & 4 \\
\quad WP data required & between 1 and 1.5 ns \\
\quad Critical path endpoint category & output pin \\
\quad Startpoint type of the worst setup path & register \\
\multicolumn{2}{l}{\textbf{GRT}} \\
\quad GR Util All Layers & 32.01\% \\
\quad Initial antenna violation count & 0 \\
\quad Vias in the first global route & 2992 \\
\quad Global-route wire length before repair & approximately 15000 microns \\
\quad Remaining global-route overflow & 0 \\
\quad Pin count of the biggest net entering global routing & 47 \\
\multicolumn{2}{l}{\textbf{Cells and area}} \\
\quad Total area of sequential cells & around 0.0016 sq mm \\
\quad Layout cells sized above 1 & 30.17\% \\
\quad Utilization after layout & roughly nine tenths \\
\quad Layout-stage area growth over the synthesis result & 71.82\% \\
\quad Multi-input gate area & approximately 0.0016 sq mm \\
\quad Number of inserted filler cells in the final layout & 213 \\
\quad Summed area of non-filler cells in the final layout & roughly 0.0055 sq mm \\
\multicolumn{2}{l}{\textbf{Detailed routing}} \\
\quad Met2 WL post-DR & between 5000 and 6000 microns \\
\quad Count of TritonRoute iterations in the first routing pass & 5 \\
\quad Number of vias per cell & between 5 and 6 \\
\quad Max layer used & met4 \\
\quad Post-route antenna net violation count & 0 \\
\quad Starting DRT DRC Count & 158 \\
\quad Routed vias & between 3000 and 4000 \\
\quad Ant diodes & 0 \\
\quad WL/cell & approximately 21 microns \\
\quad Total detailed-routing wirelength & 11820 microns \\
\quad Met1 routed wirelength after detailed routing & 4851 microns \\
\quad Routed wire length on met3 & between 1500 and 2000 microns \\
\quad Number of remaining DRC errors & 0 \\
\multicolumn{2}{l}{\textbf{Clocking}} \\
\quad Clock Sink Count & around 65 \\
\quad Clock slew at reported path FFs & 0.07 ns \\
\quad \# H-tree levels & 3 \\
\quad Number of buffers created by CTS & 9 \\
\quad Clock latency on the worst-skew pair & roughly 0.33 ns \\
\quad Clock Tree Root & sky130\_fd\_sc\_hd\_\_clkbuf\_8 \\
\quad Deepest clock path buffer count & 2 \\
\quad Clock tree from TritonCTS & yes \\
\multicolumn{2}{l}{\textbf{Pwr}} \\
\quad Reported leakage power & 2.786 nW \\
\quad Worst voltage drop across the vdd grid & $\sim$0.83 mV \\
\quad Power Dens Cells & 907.4 mW/mm\^{}2 \\
\multicolumn{2}{l}{\textbf{Placed design}} \\
\quad Detailed Place HPWL & around 5500 microns \\
\quad Last weighted congestion value of the routability-driven placer & between 0.8 and 0.9 \\
\quad Count of buffers inserted at the top-level ports & 139 \\
\quad DP Worst Slack & -0.5530 ns \\
\quad Instance area at placement & 0.004692 sq mm \\
\multicolumn{2}{l}{\textbf{Die}} \\
\quad Pre-placement core utilization & between 50\% and 60\% \\
\quad Horiz. Die Dim & $\sim$82 microns \\
\quad Area of the placeable core & just over 0.006 sq mm \\
\quad Die area & just under 0.007 sq mm \\
\quad Top-level I/O count & about 200 \\
\quad Num rows & 28 \\
\quad Chip Height & roughly 82 microns \\
\multicolumn{2}{l}{\textbf{Min path}} \\
\quad Hold/Removal Path Class & in2async \\
\multicolumn{2}{l}{\textbf{Job}} \\
\quad Number of OpenROAD warnings & 89 \\
\quad Number of max-capacitance violations reported & 0 \\
\multicolumn{2}{l}{\textbf{Run status}} \\
\quad Outcome & complete, no violations \\
\hline
\end{tabular}
placed cells by master, fill, tap and decap left out:
| cell | count |
|---|---|
| sky130_fd_sc_hd__mux2_4 | 31 |
| sky130_fd_sc_hd__nor2b_1 | 32 |
| sky130_fd_sc_hd__conb_1 | 1 |
| sky130_fd_sc_hd__buf_12 | 2 |
| sky130_fd_sc_hd__and3_2 | 4 |
| sky130_fd_sc_hd__a21oi_1 | 65 |
| sky130_fd_sc_hd__clkdlybuf4s15_1 | 7 |
| sky130_fd_sc_hd__dlygate4sd2_1 | 26 |
| sky130_fd_sc_hd__clkinvlp_4 | 1 |
| sky130_fd_sc_hd__mux2_2 | 33 |
| sky130_fd_sc_hd__dfrtp_1 | 65 |
| sky130_fd_sc_hd__buf_4 | 28 |
| sky130_fd_sc_hd__buf_2 | 2 |
| sky130_fd_sc_hd__dlymetal6s2s_1 | 26 |
| sky130_fd_sc_hd__clkinv_2 | 2 |
| sky130_fd_sc_hd__nand3_1 | 4 |
| sky130_fd_sc_hd__dlygate4sd3_1 | 2 |
| sky130_fd_sc_hd__clkdlybuf4s50_1 | 77 |
| sky130_fd_sc_hd__clkbuf_8 | 11 |
| sky130_fd_sc_hd__buf_16 | 4 |
| sky130_fd_sc_hd__nand2_1 | 32 |
| sky130_fd_sc_hd__nor2_1 | 1 |
| sky130_fd_sc_hd__nor2b_4 | 1 |
| sky130_fd_sc_hd__buf_6 | 23 |
| sky130_fd_sc_hd__nand2_4 | 4 |
final cells by class:
cell class / instances / area share [%]
clock buffer: 11 / 2.737
clock inverter: 3 / 0.3167
multi-input combinational: 208 / 28.91
sequential: 65 / 29.41
timing repair buffer: 197 / 36.94
tap: 75 / 1.696
cells by family (layout without fill, tap and decap cells):
group	count (synthesis)	in the layout
AOI/OAI and AO/OA	65	65
muxes	64	64
and+or+nand+nor	78	78
buffers and inverters	18	211
other	1	1
DFF	65	65
routing by layer:
metal | vias to the layer above | track usage (%)
met3 | 18 | 13.04
met1 | 1518 | 48.13
met4 | 0 | 2.982
met5 | - | 0
met2 | 220 | 47.27
li1 | 1385 | -
synthesized netlist by cell type:
cell type                  instances  area share [%]
sky130_fd_sc_hd__conb_1            1            0.12
sky130_fd_sc_hd__dfrtp_1          65              51
sky130_fd_sc_hd__buf_4             1            0.23
sky130_fd_sc_hd__and3_2            4            0.93
sky130_fd_sc_hd__clkbuf_1          5            0.58
sky130_fd_sc_hd__buf_6             2            0.70
sky130_fd_sc_hd__buf_1             3            0.35
sky130_fd_sc_hd__nor2b_4           1            0.43
sky130_fd_sc_hd__nor2b_1          32             6.2
sky130_fd_sc_hd__a21oi_1          65              10
sky130_fd_sc_hd__buf_2             7             1.1
sky130_fd_sc_hd__mux2_1            3             1.0
sky130_fd_sc_hd__mux2_2           57              20
sky130_fd_sc_hd__nor2_1            1            0.12
sky130_fd_sc_hd__nand3_1           4            0.62
sky130_fd_sc_hd__nand2_4           4             1.4
sky130_fd_sc_hd__nand2_1          32             3.7
sky130_fd_sc_hd__mux2_4            4             1.9
worst max-delay path, cell delays in order (launching register included):
cell	delay [ns]
sky130_fd_sc_hd__dfrtp_1	0.36
sky130_fd_sc_hd__buf_4	0.12
sky130_fd_sc_hd__clkdlybuf4s50_1	0.45
state kept, by name (all words and copies together), names as in the netlist:
register and count:
txValid 1, regs 64
path summary, 6_finish.rpt:
| kind | from | end | slack (ns) |
|---|---|---|---|
| worst max-delay path | regs[0][5] | tx_data[5] | 0.01 |
| worst min register to register | txValid | txValid | 0.49 |
| min in group clk0 | txValid | txValid | 0.49 |
| worst max register to register | regs[0][15] | regs[0][15] | 0.49 |
| worst min-delay path | rst | regs[1][24] | 0.45 |
| max in group asynchronous | rst | regs[1][14] | 0.21 |
stage by stage:
stage,setup TNS (ns),std cells,power (mW)
6_report,0,559,5.019
5_1_grt,-0.1061,559,5.236
4_1_cts,-0.2159,551,4.841
3_5_place_dp,-19.44,496,3.348
3_3_place_gp,-18.71,496,3.320
2_1_floorplan,0,291,2.444
report_power, final:
| part | internal, mW | total [mW] | switching, mW |
|---|---|---|---|
| registers | 1.88 | 2.06 | 0.174 |
| clock network | 0.624 | 1.24 | 0.619 |
| logic | 1.20 | 1.72 | 0.518 |
| total | 3.71 | 5.02 | 1.31 |
repair_timing:
| item | in CTS | in global routing |
|---|---|---|
| resized | 71 | 54 |
| cloned | 3 | 0 |
| hold endpoints to repair | 7 | 0 |
| setup endpoints to repair | 32 | 32 |
| hold buffers | 3 | 0 |
| buffers inserted | 35 | 8 |
Power is estimated from default activity; no workload was simulated.
